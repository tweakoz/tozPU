===== flow/design.v =====
`timescale 1us/1us
module tweakram (
clk         ,  
address     ,  
data        ,  
cs          ,  
we          ,  
oe             
); 
parameter DATA_WIDTH = 8 ;
parameter ADDR_WIDTH = 4 ;
parameter RAM_DEPTH = 1 << ADDR_WIDTH;
reg [0:4] i;
input                                     clk          ;
input [ADDR_WIDTH-1:0] address ;
input                                     cs           ;
input                                     we          ;
input                                     oe           ; 
inout [DATA_WIDTH-1:0]  data       ;
reg [DATA_WIDTH-1:0]   data_out = 8'hff;
reg [DATA_WIDTH-1:0] mem [0:RAM_DEPTH-1];
assign data = (cs && oe && !we) ? data_out : 8'bz; 
always @ (posedge clk)
begin : MEM_WRITE
   if ( cs && we ) begin
       mem[address] = data;
   end
end
always @ (posedge clk)
begin : MEM_READ
    if (cs && !we && oe) begin
         data_out = mem[address];
    end
end
initial
	begin
		for( i=0; i<RAM_DEPTH; i=i+1 )
			begin
				mem[i] = 0;
			end
		mem[1] = 8'h10;
		mem[2] = 8'h01;
		mem[3] = 8'h11;
		mem[4] = 8'h02;
		mem[5] = 8'h40;
		mem[6] = 8'h22;
		mem[7] = 8'h08;
	end
endmodule  

===== flow/run.sh =====
#!/bin/bash
# OpenROAD 26Q1-2900-gdf79404cd8, Yosys 0.63+post, stock flow scripts
make -C /OpenROAD-flow-scripts/flow DESIGN_CONFIG=/design/flow/config.mk WORK_HOME=/design/flow/orfs finish

===== flow/config.mk =====
export PLATFORM = sky130hd
export DESIGN_NAME = tweakram
export DESIGN_NICKNAME = tweakram
export VERILOG_FILES = /design/flow/design.v
export SDC_FILE = /design/flow/constraint.sdc
export NUM_CORES = 4
export LEC_CHECK = 1
export CORE_UTILIZATION = 50

===== flow/constraint.sdc =====
current_design tweakram

set clk_period 1.9
set clk_io_pct 0.2

create_clock -name clk0 -period $clk_period [get_ports {clk}]

set non_clock_inputs [all_inputs -no_clocks]
set_input_delay [expr $clk_period * $clk_io_pct] -clock clk0 $non_clock_inputs
set_output_delay [expr $clk_period * $clk_io_pct] -clock clk0 [all_outputs]

==> summary.txt <==
Here are the numbers from the latest Yosys + OpenROAD run.

Setup repair after global routing left no endpoint under its margin. The number of hold-slack violations in the final timing report is 0. The area added between synthesis and finish came out at 21.18%. The maximum count of clock buffers along a single path is 2. The count of non-filler cells in the finished layout came out at 434. The final critical-path setup slack is 0.2328 ns. The initial antenna violation count came to 0. The share of total power in the clock network came out at 0.478. The via count of the first global-routing pass came out at 2727. Counting flops and latches in the post-synthesis netlist gives 136. Summed over all nets, the half-perimeter wirelength after detailed placement is 6.094 mm. The clock slew at the register clock pins of the worst setup and hold paths came out at 0.06 ns. Summed over all instances, the cell type with the most area after synthesis is sky130_fd_sc_hd__edfxtp_1. Global routing finished with a remaining overflow of 0. The vias per cell came out at 5.682. The leakage power figure came out at 2.151 nW. The congestion estimate from routability-driven global placement came to 0.7964.

The switching power of the nets is 1.317 mW. The buffer type at the clock tree root is sky130_fd_sc_hd__clkbuf_8. The effective utilization at floorplan came out at 0.5120. The total die size came out at 10890 um^2. The first global-routing pass estimated 15.29 mm of wire.

The classification of the worst-slack hold path is in2reg. For this run, the total global-route usage over all layers was measured as 0.2215. For the worst setup path, the data arrival time is 1.29 ns. The total cells reported by yosys after synthesis came out at 234. The OpenROAD warning count is 25.

The number of warning messages in the yosys log is 2. The proportion of netlist area held by the largest area contributor came out at 0.7796. The worst-margin pin slew is 0.7546 ns. IR analysis of the VDD net gives a maximum drop of 872.6 uV. The routed design shows a wire length per standard cell of 22.25 um. A synthesized cell averages 22.39 um^2.

Registers take 4084 um^2. The cell area that synthesis handed to floorplanning was 5239 um^2. The count of vias placed by the detailed router came out at 2466.

The max-capacitance violation count came out at 0. The number of antenna-violating nets in the routed design is 0. The final period utilization is 0.8775.

The number of buffers inserted by hold repair at cts came out at 0. The die height is 104.4 um. Static timing analysis puts the maximum clock frequency at 0.5998 GHz. The share of total power dissipated in combinational logic is 0.036.

The filler cell count in the final layout came out at 693. The remaining max-slew budget at the tightest pin is 0.4959. The worst setup path is captured at an output pin. The count of buffers from port buffering is 7. The die is 104.4 um wide. The primary flip-flop cell chosen by synthesis mapping is sky130_fd_sc_hd__edfxtp_1. The final wirelength came out at 9.656 mm.

The number of enable-type register cells in the synthesized netlist came out at 136. The fraction of layout cells with a size suffix above 1 is 0.2886. The number of diodes added for antenna fixing came out at 0. The total number of H-tree levels is 4. Buffers inserted during clock tree synthesis total 17. The total power density per cell area is 1081 nW/um^2.

sky130_fd_sc_hd__edfxtp_1 is the most common cell in the netlist. The DRC violation count after routing came out at 0. The internal cell power came out at 5.548 mW. The last timing report of the flow puts the setup violation total at 0.

The Yosys chip area is 5239 um^2. The run finished with clean final reports. The floorplan row count is 37. The synthesis run shows the most used standard cells to be sky130_fd_sc_hd__edfxtp_1 (136), sky130_fd_sc_hd__a22oi_1 (16), sky130_fd_sc_hd__mux4_1 (16), sky130_fd_sc_hd__mux4_2 (16), sky130_fd_sc_hd__nor2_1 (13). The utilization of the core after routing is 0.6205. The minimum period implied by the final worst setup slack is 1.667 ns. The worst-case setup slack after placement came out at -0.2673 ns. The violation tally recorded at the end of detailed-routing iteration 0 is 130. The power share of the sequential group is 0.486. The number of instances resized during post-cts repair is 0. The worst-path maximum fanout is 17.

The worst setup path is launched from a register. The clock network latency to the later pin of the worst-skew pair is 0.52 ns. The setup clock skew after layout came out at 0.009124 ns. Counting pins that exceed their max-slew limit in the final report gives 0. The worst setup path is of the reg2out kind. The number of library cell types mapped by synthesis came out at 19. The cell count after synthesis is 234. The area of the multi-input gates came out at 1097 um^2.

The CTS sink count is 136. The placed instance count is 402. Of the total power, the share spent switching nets is 0.1918. The async set or reset register ratio after synthesis is 0. The core region is 10230 um^2.

The CTS tree is yes. The maximum number of pins on one net before global-route repair is 18. Of the synthesized area, sequential elements account for 0.7796. The number of ports placed on the die boundary came out at 16. The number of iterations in the first detailed-routing pass is 4. For reference, the top cells by area after synthesis are sky130_fd_sc_hd__edfxtp_1 (78%), sky130_fd_sc_hd__mux4_1 (8.0%), sky130_fd_sc_hd__mux4_2 (6.9%). The data required time of the critical path came out at 1.52 ns. The number of buffers inserted by post-CTS setup repair came out at 0.
-- cells in the final DEF, fill, tap and decap left out --
cell / Yosys / routed
sky130_fd_sc_hd__clkbuf_1: 6 / 1
sky130_fd_sc_hd__clkinvlp_4: 0 / 1
sky130_fd_sc_hd__buf_2: 2 / 1
sky130_fd_sc_hd__buf_4: 0 / 34
sky130_fd_sc_hd__buf_12: 0 / 4
sky130_fd_sc_hd__a22oi_1: 16 / 16
sky130_fd_sc_hd__nand4_1: 1 / 1
sky130_fd_sc_hd__nor2_1: 13 / 13
sky130_fd_sc_hd__and3b_1: 1 / 1
sky130_fd_sc_hd__edfxtp_1: 136 / 136
sky130_fd_sc_hd__or3_1: 1 / 1
sky130_fd_sc_hd__inv_6: 0 / 2
sky130_fd_sc_hd__clkinv_4: 0 / 1
sky130_fd_sc_hd__clkdlybuf4s50_1: 0 / 6
sky130_fd_sc_hd__mux4_2: 16 / 16
sky130_fd_sc_hd__clkbuf_16: 0 / 16
sky130_fd_sc_hd__nor3_2: 0 / 4
sky130_fd_sc_hd__bufinv_16: 0 / 4
sky130_fd_sc_hd__clkinv_2: 0 / 2
sky130_fd_sc_hd__nand2b_1: 2 / 2
sky130_fd_sc_hd__clkbuf_8: 0 / 1
sky130_fd_sc_hd__mux4_1: 16 / 16
sky130_fd_sc_hd__nand4b_1: 2 / 2
sky130_fd_sc_hd__and2_1: 1 / 1
sky130_fd_sc_hd__nand2_1: 10 / 10
sky130_fd_sc_hd__clkinv_1: 0 / 4
sky130_fd_sc_hd__nor2b_1: 2 / 2
-- state kept, by name, summed over array words and instances (netlist names) --
name  flops
data      8
mem     128
-- worst reg2reg max path: stages, from the launching register on --
cell	delay (ns)
sky130_fd_sc_hd__edfxtp_1	0.36
sky130_fd_sc_hd__mux4_1	0.53
sky130_fd_sc_hd__a22oi_1	0.32
sky130_fd_sc_hd__nand2_1	0.08
-- metal layers --
metal / global-route usage / part of all wire / vias up
li1: - / - / 1105
met1: 0.4032 / 0.42 / 1237
met2: 0.2961 / 0.47 / 111
met3: 0.1093 / 0.092 / 13
met4: 0.04082 / 0.018 / 0
met5: 0 / 0 / -
-- cell families after synthesis --
kind of cell           share of synthesized area
DFF                                       0.7796
muxes                                     0.1490
buffers and inverters                    0.01481
and+or+nand+nor                          0.03368
AOI/OAI and AO/OA                        0.02293
-- per-stage QoR --
| step | hold slack (ns) | area [um^2] | TNS [ns] | power, mW |
|---|---|---|---|---|
| final | 0.09416 | 6349 | 0 | 6.865 |
| after CTS | 0.06417 | 6349 | 0 | 6.935 |
| after detailed placement | 0.6260 | 5752 | -14.40 | 3.652 |
| after global routing | 0.07244 | 6349 | 0 | 7.091 |
| after floorplan | 0.5613 | 5259 | 0 | 3.537 |
| after global placement | 0.6171 | 5752 | -14.43 | 3.647 |
-- path summary, 6_finish.rpt --
check         endpoint      start  depth (start not counted)  slack [ns]
max reg2reg    data[6]  mem[9][6]                          3        0.34
max            data[5]    data[5]                          0        0.23
min reg2reg    data[3]  mem[6][3]                          3        0.75
min          mem[3][1]    data[1]                          0        0.09
-- power by group through the flow --
stage / clock [mW] / sequential, mW / combinational, mW
4_1_cts: 3.35 / 3.34 / 0.254
5_1_grt: 3.48 / 3.34 / 0.273
6_report: 3.28 / 3.34 / 0.251
-- area by class of cell --
type,instances,area share
clock buffer,18,0.06583
clock inverter,14,0.02818
multi-input combinational,85,0.1728
tap,136,0.02680
sequential,136,0.6433
timing repair buffer,45,0.06307
Power figures rest on the tool's default switching activity, not on a simulated workload.
